==> ./design.v <==
module DSP (
	A,B,C,D,CARRYIN,CARRYOUT,CARRYOUTF,OPMODE,
	CLK,BCIN,RSTA,RSTB,RSTM,RSTP,RSTC,RSTD,RSTCARRYIN,
	RSTOPMODE,CEA,CEB,CEM,CEP,CEC,CED,CECARRYIN,CEOPMODE,PCIN,
	BCOUT,PCOUT,P,M
			);
	parameter A0REG 	   = 0 ;
	parameter A1REG 	   = 1 ;
	parameter B0REG 	   = 0 ;
	parameter B1REG 	   = 1 ;
	parameter CREG  	   = 1 ;
	parameter DREG  	   = 1 ;
	parameter MREG  	   = 1 ;
	parameter PREG  	   = 1 ;
	parameter CARRYINREG   = 1 ;
	parameter CARRYOUTREG  = 1 ;
	parameter OPMODEREG    = 1 ;
	parameter CARRYINSEL   = "OPMODE5";
	parameter B_INPUT      = "DIRECT";
	parameter RSTTYPE      = "SYNC";
	input [17:0]A,B,D,BCIN;
	input [47:0]C,PCIN;
	input [7:0]OPMODE;
	input CLK,CARRYIN,RSTA,RSTB,RSTM,RSTP,RSTC,RSTD,RSTCARRYIN,
		  RSTOPMODE,CEA,CEB,CEM,CEP,CEC,CED,CECARRYIN,CEOPMODE;
	output [17:0]BCOUT;
	output [47:0]PCOUT,P;
	output [35:0]M;
	output CARRYOUT , CARRYOUTF ;
	wire M2,CINDFF,COUTDFF;
	wire [7:0]opmode;
	wire [17:0]DFF,BDFF,B0DFF,ADD1,M1,B1DFF,A0DFF,A1DFF;
	wire [35:0]MUL,MULDFF;
	wire [47:0]CON,MUX_1,MUX_2,CFF,ADD2,z;
	REG_MUX #(8,RSTTYPE,OPMODEREG)OPMODE_OUT(OPMODE,opmode,CLK,RSTOPMODE,CEOPMODE);
	REG_MUX #(18,RSTTYPE,DREG)D_REG(D,DFF,CLK,RSTD,CED); 
	REG_MUX #(18,RSTTYPE,B0REG)B_REG0(BDFF,B0DFF,CLK,RSTB,CEB);
	REG_MUX #(18,RSTTYPE,B1REG)B_REG1(M1,B1DFF,CLK,RSTB,CEB);
	REG_MUX #(18,RSTTYPE,A0REG)A_REG0(A,A0DFF,CLK,RSTA,CEA);
	REG_MUX #(18,RSTTYPE,A1REG)A_REG1(A0DFF,A1DFF,CLK,RSTA,CEA);
	REG_MUX #(48,RSTTYPE,CREG)C_REG(C,CFF,CLK,RSTC,CEC);
	REG_MUX #(36,RSTTYPE,MREG)OUT_MULTIPLY(MUL,MULDFF,CLK,RSTM,CEM);
	REG_MUX #(1,RSTTYPE,CARRYINREG)CYI(M2,CINDFF,CLK,RSTCARRYIN,CECARRYIN);
	REG_MUX #(1,RSTTYPE,CARRYOUTREG)CYO(COUTDFF,CARRYOUT,CLK,RSTCARRYIN,CECARRYIN);
	REG_MUX #(48,RSTTYPE,PREG)P_REG(ADD2,P,CLK,RSTP,CEP);
	assign BDFF = ( B_INPUT == "DIRECT" ) ? B : BCIN ;
	assign ADD1 = (opmode[6] == 1) ?	DFF - B0DFF : DFF + B0DFF ;
	assign M1 = (opmode[4] == 1) ? B0DFF : ADD1 ;
	assign MUL = B1DFF * A1DFF ;
	assign BCOUT = B1DFF ;
	assign CON = {DFF[11:0],A1DFF,B1DFF};
	assign M = MULDFF ;
	assign M2 = (CARRYINSEL == "OPMODE5" ) ? opmode[5] : CARRYIN  ;
	assign {COUTDFF,ADD2} = (opmode[7] == 0 ) ? MUX_1 + MUX_2 + CINDFF : MUX_1 - MUX_2 - CINDFF ;
	assign z = {12'b0000_0000_0000,MULDFF} ;
	assign CARRYOUTF = CARRYOUT ;
	assign PCOUT = P ;
	mux4 #(48)MUX1(CON,P,z,48'b0,opmode[1:0],MUX_1);
	mux4 #(48)MUX2(CFF,P,PCIN,48'b0,opmode[3:2],MUX_2);
endmodule : DSP
module REG_MUX (D,OUT,CLK,RST,ENABLE	);
	parameter SIZE = 18 ;
	parameter RSTTYPE = "SYNC";
	parameter SEL = 1 ;
	input [ SIZE - 1 : 0 ]D;
	input CLK,RST,ENABLE; 
	output reg [SIZE-1:0]OUT;
	generate
		if(SEL == 1)begin
		if(RSTTYPE == "ASYNC") begin
			always @(posedge CLK or posedge RST) begin
				if (RST) begin
					OUT <= 0 ;					
				end
				else if(ENABLE) begin
					OUT <= D ;
				end
			end
		end
		else if(RSTTYPE == "SYNC") begin
			 always @(posedge CLK ) begin
			 	if (RST) begin
			 		OUT <= 0 ; 			 		
			 	end
			 	else if(ENABLE) begin
			 		OUT <= D ;
			 	end
			 end
		end
		end		
		else if(SEL == 0 )begin
		always @(*) begin
			OUT = D;
			end
		end
	endgenerate
endmodule : REG_MUX
module mux4 (
	A,B,C,D,S,OUT
);
	parameter size = 1 ;
	input [size - 1 : 0 ]A,B,C,D;
	input [ 1 : 0]S;
	output reg [ size - 1 : 0 ]OUT;
	always @(*) begin
	 	case(S)
	 	2'b00: OUT = A ;
	 	2'b01: OUT = B ;
	 	2'b10: OUT = C ;
	 	2'b11: OUT = D ;
	 	endcase
	 end 
endmodule : mux4
==> ./run.sh <==
#!/bin/bash
# OpenROAD 26Q1-2900-gdf79404cd8, Yosys 0.63+post, stock flow scripts
make -C /OpenROAD-flow-scripts/flow DESIGN_CONFIG=/design/flow/config.mk WORK_HOME=/design/flow/orfs finish
==> ./config.mk <==
export PLATFORM = sky130hd
export DESIGN_NAME = DSP
export DESIGN_NICKNAME = DSP
export VERILOG_FILES = /design/flow/design.v
export SDC_FILE = /design/flow/constraint.sdc
export NUM_CORES = 4
export LEC_CHECK = 1
export CORE_UTILIZATION = 40
==> ./constraint.sdc <==
current_design DSP

set clk_period 16.2
set clk_io_pct 0.2

create_clock -name clk0 -period $clk_period [get_ports {CLK}]

set non_clock_inputs [all_inputs -no_clocks]
set_input_delay [expr $clk_period * $clk_io_pct] -clock clk0 $non_clock_inputs
set_output_delay [expr $clk_period * $clk_io_pct] -clock clk0 [all_outputs]
==> flow_summary.yaml <==
# physical design summary
drt:
  num_vias: 23067
  drtPass1Iterations: 5
  routedWlPerCell_um: 19.1
  wl_um: 83800
  drc_errors: 0
  vias_per_cell: 5.25
  drt_iter0_markers: 939
  detail-route-antenna-nets: 0
  antennaDiodeCount: 0
sta:
  worst_clock_skew_ns: 0.0203
  tightest_slew_ns: 0.888
  max_freq_mhz: 138
  slew_headroom: 0.406
  min_period_ns: 7.24
  post-route-period-util: 0.447
  rsz0062_at_grt: "no"
  setup_ws_ns: 8.96
  slew_violations: 0
  fin_tns_setup_ns: 0
  finalHoldViolations: 0
  setup_viol: 0
worst_setup_path:
  end_kind: "flop"
  critPathMaxFanout: 3
  cp_data_arrival_time_ns: 7.66
  crit_path_start_kind: "input port"
  reg2reg_depth: 22
  crit_type: "input port to flop"
  required_ns: 16.63
synthesis:
  synth_simple_gate_area_share: 0.168
  synth-main-ff-cell: "dfxtp_1"
  topCombFamilyByArea: "adder cells"
  synthCells: 3361
  synth_cell_types: 83
  avgSynthCellArea_sq_um: 8.03
  top_area_cell: "fa_1"
  mux_share: 0.0827
  synth_area_sq_um: 27000
  synth-xor-area-share: 0.0454
  postSynthSeqShare: 0.145
  synth.area.top_cells: "fa_1, dfxtp_1, ha_1"
  ys_area_sq_um: 27000
  edf_count: 0
  yosys_warnings: 7
  ys_sh_adder: 0.317
  yosys.area.top_type_share: 0.194
  synth-seq-cells: 196
  async_reset_ff_frac: 0
  compound_area_frac: 0.143
  yosys_cells: 3361
global_routing:
  grt_remaining_overflow: 0
  grt_pass1_vias: 22977
  grt_max_degree: 61
  grt_pass1_wl_um: 131000
  antenna_found_initial: 1
  grtUsageTotal: 0.259
pwr:
  vdd_ir_drop_max_uv: 79.3
  power.switching_w: 0.00109
  switching_share: 0.447
  clkPwrFrac: 0.187
  comb_power_share: 0.564
  p_leak_nw: 14.4
  power_frac_seq: 0.249
  intPower_w: 0.00135
  cellPowerDensity_nw_per_um2: 78.2
clock_network:
  post_cts_buffers: 0
  cts_buffers: 17
  htree_levels: 4
  holdBufCountCts: 0
  worstSkewPairLatency_ns: 0.52
  cts_resized: 0
  clk_pin_slew_ns: 0.09
  tritoncts: "built"
  cts_max_path_buffers: 2
  clock-sinks: 196
  clock-root-buffer: "clkbuf_16"
floorplanning:
  core.rowCount: 94
  core_area_sq_um: 66200
  die_y_um: 262
  die_w_um: 262
  dieArea_sq_um: 68500
  pin_count: 346
  floorplan.core_util: 0.408
worst_hold_path:
  holdCritPathClass: "flop to flop"
  hold_depth: 2
place:
  postPlaceCellArea_sq_um: 30600
  port_buffers: 326
  gp_congestion: 0.977
  dp_hpwl_um: 66000
  pre_cts_ws_ns: 8.40
final_layout:
  fin_area_sq_um: 31200
  layout_top_cells: "nand2_1, inv_1, clkdlybuf4s50_1"
  drive_gt1_frac: 0.0388
  syn_to_final_growth_pct: 15.7
run_status:
  status: "completed"
run:
  tool_warnings: 90
  cap_violations: 0
[final timing paths]
kind                            slack, ns                                end                        from
worst max register to register       9.12  OUT_MULTIPLY.OUT[35]$_SDFFE_PP0P_  A_REG1.OUT[8]$_SDFFE_PP0P_
worst min-delay path                 0.50          C_REG.OUT[4]$_SDFFE_PP0P_   C_REG.OUT[4]$_SDFFE_PP0P_
worst min register to register       0.50          C_REG.OUT[4]$_SDFFE_PP0P_   C_REG.OUT[4]$_SDFFE_PP0P_
worst max-delay path                 8.96         P_REG.OUT[46]$_SDFFE_PP0P_                     PCIN[0]
[Yosys cell counts, types with 68 or more instances]
cell type	number
nand2_1	407
ha_1	267
xnor2_1	83
clkbuf_1	177
and2_1	133
inv_1	407
mux2i_1	223
dfxtp_1	196
nor2_1	302
a21o_1	68
a21oi_1	162
o21ai_0	175
fa_1	261
[power groups by stage]
stage	sequential, W	clock [W]	combinational, W
4_1_cts	0.000609	0.000469	0.00139
5_1_grt	0.000618	0.000485	0.00155
6_report	0.000608	0.000456	0.00138
[worst max-delay path: stages]
cell and delay (ns):
clkdlybuf4s50_1 0.39, mux2i_1 0.18, nor2_1 0.06, a21o_1 0.20, inv_1 0.08, fa_1 0.19, inv_1 0.06, fa_1 0.47
a211oi_1 0.28, o211ai_1 0.26, nand3_1 0.22, a31oi_1 0.16, nor2_1 0.38, o21a_1 0.27, o221ai_1 0.29, a31oi_1 0.41
xnor2_1 0.17, nor2_1 0.07, a2111oi_2 0.27
[kinds of logic after synthesis]
group | Yosys count
compound gates | 606
xor+xnor | 140
fa+ha+maj | 528
buf+inv | 652
flops | 196
mux | 223
simple gates | 1016
[sequential cells by signal, indices dropped and copies added, names as in the netlist]
| name | count |
|---|---|
| CYI.OUT | 1 |
| OPMODE_OUT.OUT | 8 |
| C_REG.OUT | 48 |
| D_REG.OUT | 18 |
| A_REG1.OUT | 18 |
| P_REG.OUT | 48 |
| CYO.OUT | 1 |
| B_REG1.OUT | 18 |
| OUT_MULTIPLY.OUT | 36 |
[per-stage QoR]
stage	total power, W	hold slack, ns	utilization	instances
global placement	0.00200	0.472	0.463	4363
CTS	0.00246	0.501	0.471	4395
finish	0.00244	0.496	0.471	4395
detailed placement	0.00199	0.481	0.463	4363
global route	0.00265	0.522	0.471	4395
floorplan	0.00155	0.441	-	3361
[final cells by class]
cell class	count	area, sq um
multi-input combinational	2513	20400
inverter	408	1530
clock buffer	17	425
clock inverter	15	160
fill	6428	35000
timing repair buffer	382	3660
sequential	196	3930
tap	864	1080
[metal layers]
layer  share of wire  GRT usage  wire (um)
met3           0.079     0.0673       6640
met1            0.43      0.358      36200
met2            0.47      0.420      39000
met5               0          0          0
met4           0.023     0.0493       1920
No activity file was given, so power comes from the tool's default toggle rates.
